### /design/flow/config.mk
export PLATFORM = sky130hd
export DESIGN_NAME = hwpe_ctrl_seq_mult
export DESIGN_NICKNAME = hwpe_ctrl_seq_mult
export VERILOG_FILES = /design/flow/design.v
export SDC_FILE = /design/flow/constraint.sdc
export NUM_CORES = 4
export LEC_CHECK = 1
export CORE_UTILIZATION = 40
### /design/flow/constraint.sdc
current_design hwpe_ctrl_seq_mult

set clk_period 8.2
set clk_io_pct 0.2

create_clock -name clk0 -period $clk_period [get_ports {clk_i}]

set non_clock_inputs [all_inputs -no_clocks]
set_input_delay [expr $clk_period * $clk_io_pct] -clock clk0 $non_clock_inputs
set_output_delay [expr $clk_period * $clk_io_pct] -clock clk0 [all_outputs]
### /design/flow/design.v
interface hwpe_ctrl_intf_periph (
  input logic clk
);
  parameter int unsigned ID_WIDTH = -1;
  logic                req;
  logic                gnt;
  logic [31:0]         add;
  logic                wen;
  logic [3:0]          be;
  logic [31:0]         data;
  logic [ID_WIDTH-1:0] id;
  logic [31:0]         r_data;
  logic                r_valid;
  logic [ID_WIDTH-1:0] r_id;
  modport master (
    output req, add, wen, be, data, id,
    input  gnt, r_data, r_valid, r_id
  );
  modport slave (
    input  req, add, wen, be, data, id,
    output gnt, r_data, r_valid, r_id
  );
endinterface  
package hwpe_ctrl_package;
  parameter int unsigned REGFILE_N_MAX_CORES        = 16;
  parameter int unsigned REGFILE_N_CONTEXT          = 2;
  parameter int unsigned REGFILE_N_EVT              = 2;
  parameter int unsigned REGFILE_N_REGISTERS        = 64;
  parameter int unsigned REGFILE_N_MANDATORY_REGS   = 8;
  parameter int unsigned REGFILE_N_MAX_IO_REGS      = 48;
  parameter int unsigned REGFILE_N_MAX_GENERIC_REGS = 8;
  parameter int unsigned REGFILE_N_RESERVED_REGS    = REGFILE_N_REGISTERS-REGFILE_N_MANDATORY_REGS-REGFILE_N_MAX_GENERIC_REGS-REGFILE_N_MAX_IO_REGS;
  parameter int unsigned UCODE_NB_LOOPS  = 6;
  parameter int unsigned UCODE_LENGTH    = 17;
  parameter int unsigned UCODE_NB_REG    = 4;
  parameter int unsigned UCODE_NB_RO_REG = 28;
  parameter int unsigned UCODE_REG_WIDTH = 32;
  parameter int unsigned UCODE_CNT_WIDTH = 12;
  typedef struct packed {
    logic [REGFILE_N_MAX_IO_REGS-1:0]     [31:0] hwpe_params;
    logic [REGFILE_N_MAX_GENERIC_REGS-1:0][31:0] generic_params;
  } ctrl_regfile_t;
  typedef struct packed {
    logic [31:0] addr;
    logic        rden;
    logic        wren;
    logic [31:0] wdata;
    logic [31:0] src;
    logic [3:0]  be;
  } regfile_in_t;
  typedef struct packed {
    logic [31:0] rdata;
  } regfile_out_t;
  typedef struct packed {
    logic                                 true_done;
    logic                                 full_context;
    logic                                 is_mandatory;
    logic                                 is_read;
    logic                                 is_contexted;
    logic                                 is_critical;
    logic                                 is_testset;
    logic                                 is_trigger;
    logic                                 is_working;
    logic [$clog2(REGFILE_N_CONTEXT)-1:0] pointer_context;
    logic [$clog2(REGFILE_N_CONTEXT)-1:0] running_context;
  } flags_regfile_t;
  typedef struct packed {
    logic                     done;
    logic [REGFILE_N_EVT-2:0] evt;
  } ctrl_slave_t;
  typedef struct packed {
    logic                                              start;
    logic [REGFILE_N_MAX_CORES-1:0][REGFILE_N_EVT-1:0] evt;
    logic                                              done;
    logic                                              is_working;
    logic                                              enable;
    logic [7:0]                                        sw_evt;
  } flags_slave_t;
  typedef struct packed {
    logic enable;
    logic clear;
    logic [$clog2(UCODE_NB_LOOPS)-1:0] accum_loop;
  } ctrl_ucode_t;
  typedef struct packed {
    logic                                           done;
    logic                                           valid;
    logic [UCODE_NB_REG-1:0]  [31:0]                offs;
    logic [UCODE_NB_LOOPS-1:0][UCODE_CNT_WIDTH-1:0] idx;
    logic                                           accum;
  } flags_ucode_t;
  typedef struct packed {
    logic [4:0] ucode_addr;
    logic [2:0] nb_ops;
  } ucode_loops_t;
  typedef struct packed {
    logic       op_sel;
    logic [4:0] a;
    logic [4:0] b;
  } ucode_code_t;
  typedef struct packed {
    ucode_loops_t [UCODE_NB_LOOPS-1:0]                      loops;
    ucode_code_t  [UCODE_LENGTH-1:0]                        code;
    logic         [UCODE_NB_LOOPS-1:0][UCODE_CNT_WIDTH-1:0] range;
  } ucode_t;
endpackage  
import hwpe_ctrl_package::*;
module hwpe_ctrl_seq_mult 
#(
  parameter int unsigned AW = 8,
  parameter int unsigned BW = 8
)
(
  input  logic             clk_i,
  input  logic             rst_ni,
  input  logic             clear_i,
  input  logic             start_i,
  input  logic [AW-1:0]    a_i,
  input  logic [BW-1:0]    b_i,
  output logic             valid_o,
  output logic [AW+BW-1:0] prod_o
);
  logic [$clog2(AW+1)-1:0] cnt;
  logic [AW+BW-1:0] shifted;
  always_ff @(posedge clk_i or negedge rst_ni)
  begin : counter
    if(~rst_ni) begin
      cnt <= '0;
    end
    else if(clear_i) begin
      cnt <= '0;
    end
    else if(cnt == AW - 1) begin
      cnt <= 0;
    end
    else if((start_i==1'b1) || (cnt>0)) begin
      cnt <= cnt + 1;
    end
  end
  assign valid_o = (cnt == 0) ? 1'b1 : 1'b0;
  assign shifted = ({BW{a_i[cnt]}} & b_i) << cnt;
  always_ff @(posedge clk_i or negedge rst_ni)
  begin : product
    if(~rst_ni) begin
      prod_o <= '0;
    end
    else if(clear_i) begin
      prod_o <= '0;
    end
    else if (start_i) begin
      prod_o <= shifted;
    end
    else if(cnt>0) begin
      prod_o <= prod_o + shifted;
    end
  end
endmodule  
### /design/flow/run.sh
#!/bin/bash
# OpenROAD 26Q1-2900-gdf79404cd8, Yosys 0.63+post, stock flow scripts
make -C /OpenROAD-flow-scripts/flow DESIGN_CONFIG=/design/flow/config.mk WORK_HOME=/design/flow/orfs finish
==> flow report <==
======================================================================================================
Unrepaired setup endpoints after global routing                                                     no
CTS Root Cell                                                                                 clkbuf_8
Comb. cell area                                                                            0.00192 mm2
TritonCTS Buffers                                                                                    3
Setup violation total in the final timing report                                                     0
Vias in the first global route                                                                    2339
Post-layout minimum cycle time                                                                 4.95 ns
TritonCTS sink count                                                                                20
Synthesis area per yosys                                                                   0.00259 mm2
Commonest flop                                                                                 dfrtp_1
Cells after synthesis                                                                              345
Sequential Power Share                                                                           19.8%
Number of placement rows                                                                            28
Total routing usage reported by global routing                                                   23.5%
Post-route ant nets                                                                                  0
Initial antenna violation count                                                                      0
Maximum number of pins on one net before global-route repair                                        41
Reg-to-Reg Start                                                                                cnt[0]
FF-to-FF path depth                                                                                 14
Filler Cells Inserted                                                                              599
Clk latency of the worst-skew pair                                                             0.26 ns
Number of vias per cell after detailed routing                                                    6.00
# Cells Yosys                                                                                      345
Summed instance area of the synthesized netlist                                            0.00259 mm2
Horizontal die dimension                                                                       82.5 um
Kind of critical path                                                                     primary input to register
Met1 GRT Util                                                                                    35.8%
Worst hold-check path type                                                                register to register
Highest attainable clock frequency                                                             202 MHz
Port bufs                                                                                           36
Synthesized area per cell                                                                     7.52 um2
Detailed Place HPWL                                                                            5.21 mm
Setup slack, reg-to-reg                                                                        4.07 ns
Share of async-settable or async-resettable flops after synthesis                                 100%
DRC violations left                                                                                  0
Portion of total power attributed to combinational logic                                         69.2%
Actual slew at the worst max-slew pin                                                         0.861 ns
Clock transition at the register clock pins on the worst setup and hold paths after CTS        0.09 ns
Worst vdd ir                                                                                  0.223 mV
Fraction of met2 tracks used by global routing                                                   35.8%
Final estimated routing congestion in global placement                                           0.881
Warning count from the yosys run                                                                     1
Peak-usage layer in the global routing report                                                     met1
Capture point of the worst path                                                             prod_o[14]
Setup Total Neg Slack                                                                             0 ns
Router iterations before antenna repair                                                              4
Total number of warnings across the stage logs                                                      26
Register bit total from synthesis                                                                   20
# Max-Cap Violations                                                                                 0
CTS HTree Levels                                                                                     1
Highest net fanout along the worst path                                                              8
Met3 track utilization from global routing                                                       4.12%
Relative slew margins                                                                            41.0%
Reg2reg end                                                                                 prod_o[14]
Ports placed on the boundary                                                                        37
Total net switching power                                                                       467 uW
WP data arrival                                                                                5.15 ns
Initial Utilization                                                                              42.6%
Final WL                                                                                       7.15 mm
Data required time at the worst endpoint                                                       8.39 ns
Leakage power                                                                                  1.24 nW
Per-cell routed wire length                                                                    16.2 um
Crit end category                                                                             register
Number of vias after detailed routing                                                             2644
Chip Height                                                                                    82.5 um
Smallest setup slack after layout                                                              3.25 ns
Layout overhead on the synthesized area                                                          17.1%
Number of buffers inserted by post-CTS setup repair                                                  0
CTS tree                                                                                         built
Clock network fraction of total power                                                            11.1%
Core Footprint                                                                             0.00610 mm2
Sw Share                                                                                         50.0%
Layout cells sized above 1                                                                       9.29%
Sequential fraction of the synthesis area                                                        19.3%
Global-route wire length before repair                                                         11.8 mm
Count of final max-slew check failures                                                               0
Diode count                                                                                          0
P per Cell Area                                                                             307 mW/mm2
Setup WS pre-CTS                                                                               2.97 ns
Number of synthesized flops with an enable pin                                                       0
Final cycle utilization of the critical path                                                     60.4%
Post-synth cell types                                                                               64
Critical Path Start Type                                                                  primary input
Full die area                                                                              0.00681 mm2
Setup clock skew after layout                                                               0.00390 ns
Clock tree buffer depth                                                                              2
Aggregate global routing overflow                                                                    0
Initial drt markers                                                                                154
Sequential cell area                                                                           500 um2
Hold violation total from the final report                                                           0
Status                                                                                    finished, final reports clean
Cell internal power dissipation                                                                 467 uW
Timing startpoint of the critical path                                                          a_i[2]
Hold_buf cts                                                                                         0
Number of gates resized after cts                                                                    0
======================================================================================================
==> cell usage in the layout, fill, tap and decap left out, types with 4 or more instances in the layout <==
cell / instances
a22oi_1: 5
dfrtp_1: 20
a21o_1: 8
nand3_1: 11
clkdlybuf4s50_1: 36
nor3_1: 14
a211oi_1: 9
nand2_1: 25
o21ai_0: 17
and2_1: 5
ha_1: 12
and3_1: 4
mux2i_1: 12
buf_4: 4
a221oi_1: 4
nor2_1: 40
a21oi_1: 41
nand2b_1: 6
a311oi_1: 4
nor2b_1: 4
mux2_2: 6
o21ai_1: 4
inv_1: 15
==> registers in the layout, indices dropped and copies added, names as in the netlist <==
register  count
cnt           4
prod_o       16
==> cells in the mapped netlist (all sizes together) (3+ instances only) <==
cell / count / area [um2]
dfrtp: 20 / 500
clkbuf: 15 / 56.3
inv: 16 / 60.1
nand3: 11 / 55.1
a221oi: 5 / 50.0
o31ai: 3 / 22.5
nand2: 25 / 93.8
mux2: 6 / 67.6
nor2: 42 / 163
a211oi: 9 / 67.6
or3: 3 / 18.8
mux2i: 12 / 120
nor2b: 4 / 25.0
and2: 5 / 31.3
o22ai: 3 / 18.8
mux4: 3 / 67.6
and3: 4 / 25.0
ha: 12 / 150
a21o: 8 / 60.1
a311oi: 4 / 35.0
a31oi: 4 / 40.0
nor3: 15 / 86.3
a22oi: 5 / 37.5
buf: 8 / 55.1
a21oi: 41 / 205
xnor2: 3 / 26.3
nand2b: 6 / 37.5
o21ai: 22 / 114
or2: 3 / 18.8
nor4: 3 / 18.8
==> cell type report <==
| class | count | area share (%) |
|---|---|---|
| inverters | 16 | 1.98 |
| clock inverters | 1 | 0.988 |
| well taps | 75 | 3.09 |
| multi-input cells | 286 | 63.3 |
| repair buffers | 40 | 12.8 |
| flip-flops and latches | 20 | 16.5 |
| clock buffers | 3 | 1.36 |
==> critical path: stages <==
cell and delay, ns:
clkdlybuf4s50_1 0.41, mux4_2 0.50, nor2_2 0.20, or2_1 0.34
o31ai_1 0.15, nand2_1 0.10, o21a_1 0.18, inv_1 0.05
ha_1 0.38, a21o_1 0.24, a41o_1 0.21, a311oi_1 0.26
a21oi_1 0.06, a311o_1 0.32, a21oi_1 0.11
==> power by group through the flow <==
| stage | Sequential [mW] | Clock [mW] | Combinational (mW) |
|---|---|---|---|
| after CTS | 0.184 | 0.107 | 0.643 |
| after global routing | 0.195 | 0.111 | 0.723 |
| final | 0.185 | 0.103 | 0.646 |
==> per-stage QoR <==
stage	utilization [%]	hold WS (ns)	power [mW]	std cells	cell area, um2
final	49.9	0.605	0.934	441	3040
after CTS	49.9	0.608	0.934	441	3040
after floorplan	-	0.500	0.661	345	2590
after global placement	48.7	0.577	0.824	437	2970
after global routing	49.9	0.664	1.03	441	3040
after detailed placement	48.7	0.564	0.822	437	2970
==> per-layer routing <==
| layer | share of wire, % | routed length, um | vias up |
|---|---|---|---|
| li1 | - | - | 1327 |
| met1 | 50 | 3610 | 1251 |
| met2 | 44 | 3120 | 57 |
| met3 | 4.4 | 317 | 9 |
| met4 | 1.5 | 106 | 0 |
| met5 | 0 | 0 | - |
==> logic make-up (layout without fill, tap and decap cells) <==
family	count (synthesis)	after routing	share of synthesized area (%)
AOI/OAI and AO/OA	121	121	31.6
buffers and inverters	39	60	6.61
and+or+nand+nor	126	126	24.3
DFF	20	20	19.3
muxes	21	21	9.84
adders and majority gates	15	15	7.38
xor gates and xnor gates	3	3	1.01
==> worst min path at each step <==
stage / from / end / slack [ns] / cells past startpoint
CTS: prod_o[8] / prod_o[8] / 0.61 / 2
global route: prod_o[8] / prod_o[8] / 0.66 / 2
finish: prod_o[8] / prod_o[8] / 0.61 / 2
Power is estimated from default activity; no workload was simulated.
